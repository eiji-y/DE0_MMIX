**flow/run.sh**
```bash
#!/bin/bash
# OpenROAD 26Q1-2900-gdf79404cd8, Yosys 0.63+post, stock flow scripts
make -C /OpenROAD-flow-scripts/flow DESIGN_CONFIG=/design/flow/config.mk WORK_HOME=/design/flow/orfs finish
```
**flow/config.mk**
```make
export PLATFORM = sky130hd
export DESIGN_NAME = led
export DESIGN_NICKNAME = led
export VERILOG_FILES = /design/flow/design.v
export SDC_FILE = /design/flow/constraint.sdc
export NUM_CORES = 4
export LEC_CHECK = 1
export CORE_UTILIZATION = 30
```
**flow/constraint.sdc**
```tcl
current_design led

set clk_period 6.7
set clk_io_pct 0.2

create_clock -name clk0 -period $clk_period [get_ports {btn}]

set non_clock_inputs [all_inputs -no_clocks]
set_input_delay [expr $clk_period * $clk_io_pct] -clock clk0 $non_clock_inputs
set_output_delay [expr $clk_period * $clk_io_pct] -clock clk0 [all_outputs]
```
**flow/design.v**
```verilog
module led(
	input wire	[63:0] data,
	input wire			 btn,
	output wire	[31:0] dbg_led
	);
	reg [1:0] state;
	assign dbg_led[31] = (state == 0)?1'b0:1'b1;
	assign dbg_led[30:24] = LED(sel2(0, sel1(state, data)));
	assign dbg_led[23] = (state == 1)?1'b0:1'b1;
	assign dbg_led[22:16] = LED(sel2(1, sel1(state, data)));
	assign dbg_led[15] = (state == 2)?1'b0:1'b1;
	assign dbg_led[14:8] = LED(sel2(2, sel1(state, data)));
	assign dbg_led[7] = (state == 3)?1'b0:1'b1;
	assign dbg_led[6:0] = LED(sel2(3, sel1(state, data)));
	function [6:0] LED(input [3:0] in);
		begin
			case (in)
			4'h0: LED = ~7'b0111111;
			4'h1: LED = ~7'b0000110;
			4'h2: LED = ~7'b1011011;
			4'h3: LED = ~7'b1001111;
			4'h4: LED = ~7'b1100110;
			4'h5: LED = ~7'b1101101;
			4'h6: LED = ~7'b1111101;
			4'h7: LED = ~7'b0000111;
			4'h8: LED = ~7'b1111111;
			4'h9: LED = ~7'b1100111;
			4'ha: LED = ~7'b1110111;
			4'hb: LED = ~7'b1111100;
			4'hc: LED = ~7'b0111001;
			4'hd: LED = ~7'b1011110;
			4'he: LED = ~7'b1111001;
			4'hf: LED = ~7'b1110001;
			endcase
		end
	endfunction
	function [15:0] sel1(input [2:0] state, input [63:0] data);
		begin
			case (state)
			0: sel1 = data[63:48];
			1: sel1 = data[47:32];
			2: sel1 = data[31:16];
			3: sel1 = data[15:0];
			endcase
		end
	endfunction
	function [7:0] sel2(input [0:2] pos, input [15:0] data);
		case (pos)
		0: sel2 = data[15:12];
		1: sel2 = data[11:8];
		2: sel2 = data[7:4];
		3: sel2 = data[3:0];
		endcase
	endfunction
	always @(posedge btn)
		state <= state + 1'b1;
endmodule
```
==> impl_metrics.toml <==
# generated from flow reports
[routing]
ant_nets = 0
via_per_inst = 5.06
wire_per_inst_microns = 14.3
drt-initial-drc-count = 100
routed_wirelength_microns = 5060
diodes = 0
vias = 1798
route.detailed.drc = 0
firstDrtPassIters = 6

[final_layout]
postLayoutCellArea_sq_um = 2620
utilization_pct = 50.9
fill_cells = 505
top_regs = "state: 2 flops"
lay_top_count = "clkdlybuf4s50_1"
area_growth_pct = 62.5
logic_area_sq_um = 1370
drive_gt1_share_pct = 5.61
lay_top_cells = "clkdlybuf4s50_1, ha_1, inv_1"
regMostFlops = "state"
flop_area_sq_um = 40.0
fin_cells = 355
largest_register_ffs = 2

[clocking]
cts_resized = 0
cts_tree = "done"
post_cts_buffers = 0
cts_buffers = 3
clk_path_buf_depth = 2
insertion_delay_ns = 0.21
clk_pin_slew_ns = 0.03
clock-sinks = 2
h-tree-depth = 1
root_buffer = "clkbuf_8"
cts_hold_buf = 0

[synthesis]
postSynthCellCount = 196
ys_ff = 2
top_area_cell = "ha_1"
synth_seq_share_pct = 2.49
ys_sh_aoi_pct = 32.2
synthDistinctLibCells = 33
yosysWarnings = 1
synth_area_sq_um = 1610
yosys_cells = 196
ys_sh_simple_pct = 10.3
topCellsByArea = "ha_1, mux2i_1, a222oi_1, inv_1, nor2b_1"
yosysTopAreaCellShare_pct = 22.5
yosysChipArea_sq_um = 1610
synth_area_per_cell_sq_um = 8.22
ys_sh_xor_pct = 2.18
top_logic_kind = "AND-OR/OR-AND gates"
synthAdderAreaFrac_pct = 22.5
synth.area.mux_share_pct = 17.7

[pwr]
powerDensity_nw_per_um2 = 55.2
ir_worst_vdd_v = 0.000135
p_leak_nw = 1.20

[sta]
skew_ns = 0.00249
fin_ws_ns = 1.57
rsz0062_at_grt = "no"
finalSetupViolCount = 0
setup_tns_ns = 0
hold_viol = 0
finalCritPeriodShare_pct = 76.6
final_max_slew_viol_count = 0
tightest_slew_ns = 0.798
slew_headroom_pct = 46.8
fmax_mhz = 195
fin_crit_ns = 5.13

[grt]
grt_pass1_wl_microns = 7780
track_usage_pct = 17.8
overflow = 0
grt_start_max_net_pins = 25
antenna_found_initial = 0
grt_pass1_vias = 1701

[die]
initCoreUtil_pct = 31.3
die_width_microns = 75.3
dieHeight_microns = 75.3
dieArea_sq_um = 5660
ioPinCount = 97
rows = 26
coreArea_sq_um = 5140

[placed_design]
pre_cts_ws_ns = 1.56
place_congestion = 0.858
dp_hpwl_microns = 3860
dpl_cell_area_sq_um = 2570
dp_cells = 352
io_buffers = 96

[worst_setup_path]
crit_type = "primary input to output pin"
slowest_stage = "clkdlybuf4s50_1"
crit_top_cell = "clkdlybuf4s50_1"
crit_path_start_kind = "primary input"
crit_arrival_ns = 3.79
worst-path-buf-inv = 3
cp_max_fo = 7
crit_chain = "clkdlybuf4s50_1 > a222oi_1 > a21oi_1 > inv_1 > ha_1 > nand2_1 > mux2_1 > a21boi_1 > clkdlybuf4s50_1"
cp.required_ns = 5.36
endpoint_kind = "output pin"
slowest_delay_ns = 0.47
cp_top_family = "buffers and inverters"

[min_path]
hold_class = "register to register"

[status]
outcome = "completed"

[run]
drv_cap = 0
warnings = 49
path summary, 6_finish.rpt:
path | depth (start not counted) | start | slack (ns) | to
max | 9 | data[16] | 1.57 | dbg_led[3]
min | 1 | state[0]$_DFF_P_ | 0.50 | state[0]$_DFF_P_
max reg2reg | 2 | state[0]$_DFF_P_ | 5.81 | state[1]$_DFF_P_
min reg2reg | 1 | state[0]$_DFF_P_ | 0.50 | state[0]$_DFF_P_
power breakdown:
group          leakage, nW  switching (mW)  internal, mW
Clock               0.0216         0.00934        0.0380
Sequential          0.0161               0        0.0120
Combinational         1.16          0.0245        0.0605
Total                 1.20          0.0339         0.111
synth_stat cells, drive strengths merged:
cell type and count:
a21oi 13, o211ai 3, buf 12, o22ai 10, and3b 1, a21boi 1
nor2 7, a211oi 1, a222oi 16, mux2i 21, mux2 6, a21o 4
inv 25, dfxtp 2, ha 29, xnor2 4, nand2 5, or2 4
o2bb2ai 6, nor2b 11, clkbuf 1, a221o 4, o211a 3, and3 3
a211o 4
kinds of logic (layout without fill, tap and decap cells):
group,count (synthesis),after routing
and+or+nand+nor,31,31
muxes,27,27
adders and majority gates,29,29
buffers and inverters,38,127
xor gates and xnor gates,4,4
DFF,2,2
AOI/OAI and AO/OA,65,65
area by class of cell:
| cell class | count | share of cell area, % |
|---|---|---|
| Sequential cell | 2 | 1.53 |
| Multi-Input combinational cell | 156 | 52.3 |
| Clock buffer | 3 | 1.58 |
| Inverter | 25 | 3.68 |
| Timing Repair Buffer | 99 | 37.6 |
| Tap cell | 70 | 3.35 |
per-stage QoR:
step	total power, mW	hold slack (ns)
3_5_place_dp	0.0967	0.473
5_1_grt	0.155	0.520
3_3_place_gp	0.0972	0.467
2_1_floorplan	0.0373	0.443
4_1_cts	0.146	0.498
6_report	0.144	0.498
worst register-to-register path: cells and delay by family, from the launching register on:
kind | cells | cell delay (ns)
DFF | 1 | 0.35
adders and majority gates | 1 | 0.31
buffers and inverters | 1 | 0.10
metal layers:
| metal | vias to the layer above | track usage [%] | share of wire, % |
|---|---|---|---|
| li1 | 924 | - | - |
| met1 | 814 | 25.8 | 49 |
| met2 | 58 | 27.8 | 44 |
| met3 | 2 | 3.80 | 6.0 |
| met4 | 0 | 2.47 | 0.41 |
| met5 | - | 0 | 0 |
Power is estimated from default activity; no workload was simulated.
