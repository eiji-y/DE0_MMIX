===== design/flow/design.v =====
module bus_adapter(
		input  wire        clk,              
		input  wire        reset_n,          
		input  wire [63:0] mem_address,
		input	 wire [1:0]  mem_datasize,	 
		input	 wire			 mem_read,
		output wire [63:0] mem_readdata,
		input  wire			 mem_write,
		input  wire [63:0] mem_writedata,
		output wire			 mem_done,
		output wire [27:0] d_address,        
		output wire [7:0]  d_byteenable,     
		output wire        d_read,           
		input  wire [63:0] d_readdata,       
		input  wire        d_waitrequest,    
		output wire        d_write,          
		output wire [63:0] d_writedata,      
		input  wire        d_readdatavalid   
	);
	logic			write_done;
	logic [1:0]	i_state;
	logic			i_request;
	logic [63:0]	i_readdata;
	logic [63:0]	i_writedata;
	logic [7:0]		i_byteenable;
	function [63:0] octa_swap (input [63:0] in);
		octa_swap = {	in[7:0], in[15:8],
							in[23:16], in[31:24],
							in[39:32], in[47:40],
							in[55:48], in[63:56]};
	endfunction
	assign mem_readdata = octa_swap(i_readdata);
	assign d_writedata = octa_swap(i_writedata);
	assign d_address = {mem_address[48], mem_address[26:3], 3'b000};
	assign i_request = ~i_state[1];
	assign d_read = mem_read & i_request;
	assign d_write = mem_write & i_request;
	assign d_byteenable = i_byteenable;
	assign mem_done = (i_state == 2) ? d_readdatavalid : write_done;
	always_comb begin
		case (mem_datasize)
		0:	begin
				i_byteenable = 1'b1 << mem_address[2:0];
				i_readdata = d_readdata << ((7 - mem_address[2:0]) << 3);
				i_writedata = mem_writedata << ((7 - mem_address[2:0]) << 3);
			end
		1:	begin
				i_byteenable = 2'b11 << (mem_address[2:1] * 2);
				i_readdata = d_readdata << ((3 - mem_address[2:1]) << 4);
				i_writedata = mem_writedata << ((3 - mem_address[2:1]) << 4);
			end
		2:	begin
				i_byteenable = 4'b1111 << (mem_address[2] * 4);
				i_readdata = d_readdata << ((1 - mem_address[2]) << 5);
				i_writedata = mem_writedata << ((1 - mem_address[2]) << 5);
			end
		3:	begin
				i_byteenable = 8'b11111111;
				i_readdata = d_readdata;
				i_writedata = mem_writedata;
			end
		endcase
	end
	always_ff @(posedge clk or negedge reset_n)
	begin
		if (reset_n == 0)
			begin
				i_state <= 0;
				write_done <= 0;
			end	
		else
			case (i_state)
			0:				 
				if (mem_read | mem_write)
					begin
						i_state <= 1;
					end
			1:		 
				if (d_waitrequest == 0)
					begin
						if (mem_read)
							i_state <= 2;
						else begin
							i_state <= 3;
							write_done <= 1;
						end
					end
			2:
				if (d_readdatavalid == 1)
					begin
						i_state <= 0;
					end
			3: begin
					i_state <= 0;
					write_done <= 0;
				end
			endcase
	end
endmodule

===== design/flow/run.sh =====
#!/bin/bash
# OpenROAD 26Q1-2900-gdf79404cd8, Yosys 0.63+post, stock flow scripts
make -C /OpenROAD-flow-scripts/flow DESIGN_CONFIG=/design/flow/config.mk WORK_HOME=/design/flow/orfs finish

===== design/flow/config.mk =====
export PLATFORM = sky130hd
export DESIGN_NAME = bus_adapter
export DESIGN_NICKNAME = bus_adapter
export VERILOG_FILES = /design/flow/design.v
export SDC_FILE = /design/flow/constraint.sdc
export NUM_CORES = 4
export LEC_CHECK = 1
export CORE_AREA = 10 10 187 187
export DIE_AREA = 0 0 197 197

===== design/flow/constraint.sdc =====
current_design bus_adapter

set clk_period 10.8
set clk_io_pct 0.2

create_clock -name clk0 -period $clk_period [get_ports {clk}]

set non_clock_inputs [all_inputs -no_clocks]
set_input_delay [expr $clk_period * $clk_io_pct] -clock clk0 $non_clock_inputs
set_output_delay [expr $clk_period * $clk_io_pct] -clock clk0 [all_outputs]

==> reports/metrics.yaml <==
clock_network:
  htreeDepth: 1
  clk_pin_slew_ns: 0.03
  cts-root-to-sink-buffers: 2
  cts_hold_repair.buffers: 0
  numClockSinks: 3
  post_cts.repair.setup_buffers: 0
  cts_root_buffer: "sky130_fd_sc_hd__clkbuf_16"
  cts_inserted_buffers: 3
  cts_resized: 0
  clock_network_latency_to_the_later_pin_of_the_worst_skew_pair_ns: 0.22
  tritoncts_clock_tree: "built"
job:
  max_cap_violations: 0
  number_of_warnings_the_tools_reported: 61
timing:
  slew_headroom: 0.4603
  tightest_slew_ns: 0.8096
  final.setup_skew_ns: 0.0009909
  crit_share_post_route: 0.7027
  finalSetupViolations: 0
  setup_repair_after_global_routing_missed_its_margin: "no"
  timing_hold_violations_final: 0
  totalNegativeSetupSlack_ns: 0
  max_freq_mhz: 131.8
  final-max-slew-violation-count: 0
  min_period_ns: 7.589
synthesis:
  synth.ff_latch_count: 3
  syn-cell-area_mm2: 0.005404
  synth.lib_cells_used.distinct: 48
  yosysWarningCount: 1
  ys_chip_area_mm2: 0.005404
  asyncSetResetFlopFracSynth: 1.000
  ys.flop_type: "sky130_fd_sc_hd__dfrtp_1"
  postSynthAreaPerCell_um2: 7.186
  synth.yosys.num_cells: 752
  synth_cells: 752
  synth.yosys.seq_area_share: 0.01389
  enable_flop_cells: 0
route:
  first_iter_violations: 671
  drtPass1Iterations: 5
  routed-via-count: 7262
  drt_drc_violations_left: 0
  drt-total-wl_um: 34220
  wire_per_inst_um: 25.96
  vias_per_cell: 5.510
  drtAntennaViolNets: 0
placement:
  post-dp-hpwl_um: 26060
  placedCellCount: 1313
  portBuffers: 277
  gp_congestion: 0.9295
  post_place_instance_area_mm2: 0.008134
power_and_ir_drop:
  power.density_cell_area_mw_per_mm2: 61.32
  static-leakage-power_uw: 0.002783
  power.ir.vdd_worst_mv: 0.09934
finish:
  postLayoutCellArea_mm2: 0.008215
  regArea_um2: 75.07
  post_route_cells_drive_above_1_share: 0.09012
  fillCellCount: 3338
  logic_area_mm2: 0.004644
  final_cell_count_no_fill: 1318
  area_growth_syn_to_layout_pct: 52.03
worst_setup_path:
  worst_path_max_delay_cell: "sky130_fd_sc_hd__clkdlybuf4s50_1"
  slowest_delay_ns: 0.70
  cp-start-kind: "input port"
  critical_path_arrival_ns: 5.43
  cp_max_fo: 27
  timing.critical_path.cells: "clkdlybuf4s50_1, a21oi_4, buf_4, nand2_1, a2bb2oi_1, o21ai_0, clkdlybuf4s50_1"
  critical_path_class: "in -> out"
  worst-endpoint-required_ns: 8.64
  sort_of_element_at_the_end_of_the_critical_path: "output port"
  worst_path_most_repeated_cell: "sky130_fd_sc_hd__clkdlybuf4s50_1"
global_routing:
  grt_util_all_layers: 0.1670
  vias_in_the_first_global_route: 6978
  grt_first_pass_wirelength_um: 49250
  pin_count_of_the_biggest_net_entering_global_routing: 74
  total_gr_overflow: 0
  antenna_found_initial: 2
die:
  core_area_mm2: 0.03075
  chip_area_mm2: 0.03881
  boundaryPins: 367
  floorplan.rows: 64
  die-height_um: 197
  fp.dieW_um: 197
  initial_utilization: 0.1757
run_status:
  outcome: "completed"
hold_path:
  hp-class: "reg -> reg"
## per-stage QoR
| step | hold WS [ns] | utilization | power (uW) | setup WS, ns |
|---|---|---|---|---|
| floorplan | 0.4858 | - | 197.6 | 5.217 |
| global placement | 0.5222 | 0.2645 | 444.8 | 3.200 |
| detailed placement | 0.5321 | 0.2645 | 444.3 | 3.241 |
| CTS | 0.5348 | 0.2671 | 505.9 | 3.248 |
| global route | 0.5638 | 0.2672 | 540.2 | 3.034 |
| finish | 0.5441 | 0.2672 | 503.8 | 3.211 |
## layout by cell type, fill, tap and decap left out, types with 2 or more instances in the layout
master                            Yosys  final
sky130_fd_sc_hd__a32oi_1              8      8
sky130_fd_sc_hd__o21ai_1              3      3
sky130_fd_sc_hd__o211ai_1             5      5
sky130_fd_sc_hd__dfrtp_1              3      3
sky130_fd_sc_hd__and3_1              13     13
sky130_fd_sc_hd__clkbuf_16            0      3
sky130_fd_sc_hd__a222oi_1             8      8
sky130_fd_sc_hd__o21a_1               3      3
sky130_fd_sc_hd__a211oi_2            31     31
sky130_fd_sc_hd__o31a_1               2      2
sky130_fd_sc_hd__mux2_2              17     17
sky130_fd_sc_hd__a2bb2oi_1           16     16
sky130_fd_sc_hd__a211o_1              3      3
sky130_fd_sc_hd__a31oi_1             31     31
sky130_fd_sc_hd__a21oi_4              0      2
sky130_fd_sc_hd__a221o_1             47     47
sky130_fd_sc_hd__a22o_1              48     48
sky130_fd_sc_hd__nand2b_1             3      2
sky130_fd_sc_hd__inv_1                5      4
sky130_fd_sc_hd__nor2b_1             26     25
sky130_fd_sc_hd__o21ai_0             93     93
sky130_fd_sc_hd__a22oi_1             23     23
sky130_fd_sc_hd__nand4bb_1           11     11
sky130_fd_sc_hd__nor2_1               7      7
sky130_fd_sc_hd__nand2_1             25     25
sky130_fd_sc_hd__a21oi_1             40     39
sky130_fd_sc_hd__and2_1              27     26
sky130_fd_sc_hd__conb_1               1      3
sky130_fd_sc_hd__buf_4               31     19
sky130_fd_sc_hd__or4bb_1              4      4
sky130_fd_sc_hd__a211oi_1            51     51
sky130_fd_sc_hd__clkdlybuf4s50_1      0    275
sky130_fd_sc_hd__mux2i_1             36     36
sky130_fd_sc_hd__nand3_1              6      6
sky130_fd_sc_hd__a21boi_0            12     12
## cell type report
cell class	count	share of cell area
diodes	1	0.0003046
flip-flops and latches	3	0.009138
multi-input cells	614	0.5653
well taps	396	0.06031
inverters	5	0.002284
repair buffers	295	0.3530
clock buffers	4	0.009595
## synthesized netlist by cell type, drive strengths merged (3+ instances only)
master	number	area [um2]
nor3	3	25.02
a22o	48	420.4
clkbuf	49	185.2
a222oi	8	80.08
o211ai	5	37.54
a221o	47	470.5
a22oi	23	172.7
inv	5	18.77
buf	83	529.3
a2bb2oi	16	140.1
mux2i	36	360.4
nand4bb	11	123.9
a211o	3	26.28
a21oi	41	209.0
a31oi	31	193.9
nand2	25	93.84
and2	27	168.9
a211oi	82	770.7
nor2	8	32.54
a32oi	8	70.07
nor2b	26	162.7
o21ai	96	480.5
dfrtp	3	75.07
nand2b	3	18.77
or4bb	4	45.04
a21boi	12	90.09
and3	13	81.33
o21a	3	22.52
mux2	17	191.4
nand3	6	30.03
## critical path: cells and delay by family
| kind | cells | cell delay (ns) |
|---|---|---|
| and+or+nand+nor | 1 | 0.52 |
| buffers and inverters | 3 | 1.70 |
| AOI/OAI and AO/OA | 3 | 1.03 |
## cell families after synthesis
kind of cell           after synthesis  share of synthesized area
AND-OR/OR-AND                      428                     0.5976
buffers and inverters              137                     0.1357
AND/OR/NAND/NOR                    130                     0.1500
multiplexers                        53                     0.1021
flip-flops                           3                    0.01389
other                                1                  0.0006939
## routing by layer
metal / track usage / part of all wire / up-vias
met5: 0 / 0.00038 / -
met4: 0.02563 / 0.016 / 2
met3: 0.04527 / 0.099 / 34
met2: 0.2478 / 0.44 / 440
met1: 0.2406 / 0.44 / 3439
li1: - / - / 3347
## state kept, by name, summed over array words and instances (netlist names)
signal / cells
i_state: 2
write_done: 1
## path summary, 6_finish.rpt
check	from	to	slack, ns	cells past startpoint
max reg2reg	i_state[0]	i_state[1]	9.97	2
min reg2reg	i_state[0]	write_done	0.54	1
min	i_state[0]	write_done	0.54	1
min in group asynchronous	reset_n	i_state[0]	2.13	1
max	mem_address[2]	mem_readdata[17]	3.21	7
max in group asynchronous	reset_n	i_state[1]	8.52	1
## power by group
part	total (uW)	switching, uW	leakage, uW	internal (uW)
clock	58.3	9.63	0.0000382	48.7
combinational	422	195	0.00271	227
sequential	23.6	6.74	0.0000361	16.8
total	504	211	0.00278	293
Power figures rest on the tool's default switching activity, not on a simulated workload.
